===== ./run.sh =====
#!/bin/bash
# OpenROAD 26Q1-2900-gdf79404cd8, Yosys 0.63+post, stock flow scripts
make -C /OpenROAD-flow-scripts/flow DESIGN_CONFIG=/design/flow/config.mk WORK_HOME=/design/flow/orfs finish

===== ./config.mk =====
export PLATFORM = sky130hd
export DESIGN_NAME = byte_adder
export DESIGN_NICKNAME = byte_adder
export VERILOG_FILES = /design/flow/design.v
export SDC_FILE = /design/flow/constraint.sdc
export NUM_CORES = 4
export LEC_CHECK = 1
export CORE_AREA = 10 10 70 70
export DIE_AREA = 0 0 80 80

===== ./constraint.sdc =====
current_design byte_adder

set clk_period 6.1
set clk_io_pct 0.2

create_clock -name clk0 -period $clk_period

set non_clock_inputs [all_inputs -no_clocks]
set_input_delay [expr $clk_period * $clk_io_pct] -clock clk0 $non_clock_inputs
set_output_delay [expr $clk_period * $clk_io_pct] -clock clk0 [all_outputs]

===== ./design.v =====
module bit_adder(bit_a, bit_b, bit_carry_in, bit_sum, bit_carry_out, start, done);
input bit_a;
input bit_b;
input bit_carry_in;
input start;
output bit_sum;
output bit_carry_out;
output done;
assign bit_sum = (bit_a ^ bit_b) ^ bit_carry_in;
assign bit_carry_out = ((bit_a ^ bit_b) & bit_carry_in) | (bit_a & bit_b);
assign done = start;
endmodule
module byte_adder(byte_a, byte_b, byte_carry_in, byte_sum, byte_overflow, start, done);
parameter DATA_WIDTH = 8;
input [DATA_WIDTH-1:0] byte_a;
input [DATA_WIDTH-1:0] byte_b;
input byte_carry_in;
input start;
output [DATA_WIDTH-1:0] byte_sum;
output byte_overflow;
output done;
wire byte_overflow;
wire [DATA_WIDTH:0] carry_buf;
wire [DATA_WIDTH-1:0] byte_a_buf;
wire [DATA_WIDTH-1:0] byte_b_buf;
assign carry_buf[0] = byte_carry_in;
assign byte_a_buf = byte_a;
assign byte_b_buf = byte_b;
assign byte_overflow = carry_buf[DATA_WIDTH];
genvar i;
    generate
        for (i=1; i<=DATA_WIDTH; i=i+1)
        begin
	        bit_adder adder (
		    	.bit_a(byte_a_buf[i-1]),
			    .bit_b(byte_b_buf[i-1]),
			    .bit_carry_in(carry_buf[i-1]),
			    .bit_sum(byte_sum[i-1]),
		    	.bit_carry_out(carry_buf[i]),
		    	.start(start),
		    	.done(done)
	        );
        end
    endgenerate
endmodule

==> COMMIT_EDITMSG <==
Log flow metrics for this revision

* Worst path slowest cell: sky130_fd_sc_hd__fa_2
- Final Instance Area: 509 µm²
* Non-filler instance count after layout: 85
- Multiplexer cells account for 0% of the synthesized area.
- The worst setup path is captured at a primary output.
* Maximum Capacitance Violations: 0
- Number of max-slew violations in the final report: 0
* Cell Chain, Critical Path: dlygate4sd2_1 > fa_2 > fa_2 > fa_2 > fa_2 > fa_2 > fa_2 > fa_2 > inv_2 > fa_1 > inv_1 > dlygate4sd2_1
* Final-report hold violation count: 0
- Start point of the worst min-delay path: start
* Dpl cells: 85
- Worst hold slack: 2.44 ns
- Number of search-and-repair iterations in the first detailed-routing pass: 1
* Die y size: 80 µm
- DR vias/cell: 2.27
* Aggregate global-route resource usage: 2.26%
* Diode insertion count for antenna repair: 0
- Yosys reports a chip area of 246 µm².
- Die outline width: 80 µm
* Status: completed
- Post-detailed-route count of antenna-violating nets: 0
- IO Count: 28
- After its last routability iteration, the placer logged a weighted congestion of 0.827.
* Dominant cell type by count on the critical path: sky130_fd_sc_hd__fa_2
- Leak Pwr: 0.000185 µW
* Worst Hold Class: input pin to primary output
- Worst Path Max Fanout: 1
* Flops: 0
- Global routing finished with a remaining overflow of 0.
- Per the synthesis report, the adder-cell share of the synthesized area is 65.0%.
* XOR/XNOR share of the synthesized area: 0%
- The wire length recorded after detailed routing is 794 µm.
* Slew Limit Headroom: 93.0%
- Sequential area share after synthesis: 0%
* Final-layout setup total negative slack: 0 ns
- The final report gives the core utilization as 14.9%.
- According to the timing report, the arrival time at the worst endpoint equals 4.71 ns.
- Number of cell rows: 21
* Compound-Gate Fraction of Synth Area: 0%
- HPWL after detailed placement: 806 µm
- Area occupied by multi-input gates: 178 µm²
- The pin closest to its max-slew limit shows a slew of 0.105 ns.
* Post-synthesis share of cell area spent on and, or, nand and nor gates: 0%
* Area of the chip: 6400 µm²
- Terminating pin of the worst hold path: done
- DR vias: 193
- Dividing the synthesized area by the synthesized cell count gives 11.2 µm².
- # port buffers: 26
* Type of element launching the critical path: input pin
- Buf+Inv Stages, Crit Path: 4
- Cell class contributing the biggest share of worst-path delay: adder cells
* Critical path's largest stage delay: 0.39 ns
- Standard cell core area: 3420 µm²
- In this run, post-CTS hold repair placed 0 buffers.
- Of the available clock period, the critical path in the final layout requires 97.2%.
* Count of buffers added by post-CTS timing repair for setup: 0
- Derived from the worst setup path, the maximum achievable clock frequency is 169 MHz.
- In the Yosys report the total cell count is 22.
* Total cell area at the placement stage: 497 µm²
- Global-route wire length before repair: 1.10 mm
* Cells after Synth: 22
- Among the non-sequential cells, adder cells take the most area.
- The number of cells on the worst hold path is listed as 0.
- The via count of the first global-routing pass came to 225.
- Detailed-route iteration 0 reported a violation count of 0.
- Layout cell share with drive strength beyond 1: 20.5%
* Total number of warnings across the stage logs: 32
- Compared with the post-synthesis result, the final layout area differs by 107%.
* Total of warnings raised by yosys: 0
- Counting the clock-network buffers in the layout gives 0.
* Final setup violating endpoints: 0
* Number of fill cells: 394
- Mapped cell area: 246 µm²
- Counting I/O delays and the setup requirement, the final critical path takes 5.93 ns.
- Unrepaired setup endpoints after global routing: no
* Maximum number of pins on one net before global-route repair: 2
* Power density cells: 86.9 nW/µm²
- DRC violations left: 0
* Setup CP Type: input pin to primary output
* Antenna violations before repair: 0
- Area of all sequential standard cells: 0 µm²
- VDD sags by at most 0.0320 mV.
- Before placement the cells fill 7.22% of the core.
- Routed wirelength normalized by instance count: 9.34 µm
- The gate-level netlist out of Yosys references 3 unique cell types.
- Data on the critical path is required at its endpoint by 4.88 ns.
-- worst max path at each step --
stage | from | end | cells past startpoint | slack (ns)
after CTS | byte_carry_in | byte_sum[7] | 12 | 0.05
after global routing | byte_carry_in | byte_sum[7] | 12 | 0.02
final | byte_carry_in | byte_sum[7] | 12 | 0.17
-- through the flow --
step / total power (µW) / worst slack [ns]
floorplan: 21.2 / 0.391
global placement: 44.6 / -0.538
detailed placement: 45.0 / -0.564
CTS: 45.6 / 0.0519
global route: 50.1 / 0.0159
finish: 44.3 / 0.170
-- layer usage --
metal	wire length [µm]	vias to the layer above	GRT usage, %
li1	-	86	-
met1	298	80	2.51
met2	167	27	2.17
met3	327	0	3.75
met4	0	0	0
met5	0	-	0
-- cells in the mapped netlist --
master | instances | area share [%]
sky130_fd_sc_hd__buf_4 | 9 | 27
sky130_fd_sc_hd__fa_1 | 8 | 65
sky130_fd_sc_hd__inv_1 | 5 | 7.6
-- layout by cell type (no fill, tap or decap), drive strengths merged --
cell / synthesis / routed
dlygate4sd2: 0 / 4
clkdlybuf4s50: 0 / 22
inv: 5 / 5
fa: 8 / 8
-- area by class of cell --
class	count	share of cell area, %
Timing Repair Buffer	26	50.1
Multi-Input combinational cell	8	34.9
Inverter	5	3.69
Tap cell	46	11.3
-- where the power goes --
group          switching, µW  leakage, µW  internal (µW)
Clock                      0            0              0
Sequential                 0            0              0
Combinational           12.1     0.000185           32.2
-- repair_timing --
item / 4_1_cts / 5_1_grt
endpoints found under the setup margin: 3 / 2
resized: 12 / 0
cloned: 0 / 0
pin swaps: 7 / 3
-- cell families after synthesis --
family,Yosys count
adder cells (fa/ha/maj),8
buffers and inverters,14
Power is estimated from default activity; no workload was simulated.

--- /design/flow/config.mk ---
export PLATFORM = sky130hd
export DESIGN_NAME = byte_subtractor
export DESIGN_NICKNAME = byte_subtractor
export VERILOG_FILES = /design/flow/design.v
export SDC_FILE = /design/flow/constraint.sdc
export NUM_CORES = 4
export LEC_CHECK = 1
export CORE_AREA = 10 10 70 70
export DIE_AREA = 0 0 80 80
--- /design/flow/constraint.sdc ---
current_design byte_subtractor

set clk_period 4.1
set clk_io_pct 0.2

create_clock -name clk0 -period $clk_period

set non_clock_inputs [all_inputs -no_clocks]
set_input_delay [expr $clk_period * $clk_io_pct] -clock clk0 $non_clock_inputs
set_output_delay [expr $clk_period * $clk_io_pct] -clock clk0 [all_outputs]
--- /design/flow/design.v ---
module bit_subtractor(bit_a, bit_b, bit_borrow_in, bit_diff, bit_borrow_out, start, done);
input bit_a;
input bit_b;
input bit_borrow_in;
input start;
output bit_diff;
output bit_borrow_out;
output done;
assign bit_diff = (bit_a ^ bit_b) ^ bit_borrow_in;
assign bit_borrow_out = ((~bit_a & bit_borrow_in) | (~bit_a & bit_b) | (bit_b & bit_borrow_in));
assign done = start;
endmodule
module byte_subtractor(byte_a, byte_b, byte_borrow_in, byte_diff, byte_borrow_out, start, done);
parameter DATA_WIDTH = 8;
input [DATA_WIDTH-1:0] byte_a;
input [DATA_WIDTH-1:0] byte_b;
input byte_borrow_in;
input start;
output [DATA_WIDTH-1:0] byte_diff;
output byte_borrow_out;
output done;
wire [DATA_WIDTH:0] borrow_buf;
wire [DATA_WIDTH-1:0] byte_a_buf;
wire [DATA_WIDTH-1:0] byte_b_buf;
assign borrow_buf[0] = byte_borrow_in;
assign byte_a_buf = byte_a;
assign byte_b_buf = byte_b;
assign byte_borrow_out = borrow_buf[DATA_WIDTH];
genvar i;
generate
	for (i=0; i<DATA_WIDTH; i=i+1)
	begin
		bit_subtractor subtractor (
				.bit_a(byte_a[i]),
				.bit_b(byte_b[i]),
				.bit_borrow_in(borrow_buf[i]),
				.bit_diff(byte_diff[i]),
				.bit_borrow_out(borrow_buf[i+1]),
				.start(start),
				.done(done)
		);
    end
endgenerate
endmodule
--- /design/flow/run.sh ---
#!/bin/bash
# OpenROAD 26Q1-2900-gdf79404cd8, Yosys 0.63+post, stock flow scripts
make -C /OpenROAD-flow-scripts/flow DESIGN_CONFIG=/design/flow/config.mk WORK_HOME=/design/flow/orfs finish
==> flow_metrics.py <==
# Flow results
metrics = {
    "synthesis": {
        "synthesis.area_um2": 295,
        "synthMostInstantiatedCell": "inv_1",
        "ys_chip_area_um2": 295,
        "syn_inst": 35,
        "yosysUniqueCellTypes": 3,
        "syn_area_per_cell_um2": 8.44,
        "top_cell_area_share": 0.542,
        "yosys-top-cells-area": "fa_1, buf_4, inv_1",
        "ys_cells": 35,
        "ys_warn_count": 0,
        "top_area_cell": "fa_1",
        "ys_seq_share": 0,
        "ys_top_cells_by_count": "inv_1, buf_4, fa_1",
    },
    "global_route": {
        "gr-total-overflow": 0,
        "grt_pass1_vias": 295,
        "grt_pass1_wl_mm": 1.26,
        "grt_max_degree": 2,
        "track_usage": 0.0243,
        "antenna_found_initial": 0,
    },
    "final_timing": {
        "setup_ws_ns": -0.602,
        "post-route-period-util": 1.15,
        "timing.slew.headroom": 0.929,
        "fmax_mhz": 213,
        "tightest_slew_ns": 0.106,
        "rsz0062_at_grt": "true",
        "min_period_ns": 4.70,
        "finalHoldViolations": 0,
        "slew_violations": 0,
        "setup-tns-final_ns": -1.30,
        "setup_viol": 3,
    },
    "critical_path": {
        "crit_fanout": 1,
        "cp_top_family": "adder cells",
        "critical_path.cell_chain": "buf_8 > inv_12 > fa_2 > inv_2 > fa_2 > fa_2 > fa_2 > fa_2 > fa_2 > fa_2 > inv_2 > fa_2 > buf_2",
        "crit_arrival_ns": 3.88,
        "crit_required_ns": 3.28,
        "max_stage_delay_ns": 0.41,
        "crit_path_frequent_cell": "fa_2",
        "cp-end-kind": "output pin",
        "critPathLaunchType": "input port",
        "critPathBufInv": 5,
        "worstSetupPathType": "in2out",
        "cp_slowest_cell": "fa_2",
    },
    "detailed_routing": {
        "viasPerCell": 2.50,
        "route.antenna.diode_count": 0,
        "firstDrtPassIters": 1,
        "post-route-drc-count": 0,
        "wire_per_inst_um": 8.07,
        "wl_um": 791,
        "ant_nets": 0,
        "num_vias": 245,
        "drtIter0Drc": 0,
    },
    "flow_run": {
        "cap_violations": 0,
        "tool_warnings": 35,
    },
    "outcome": {
        "violations": "negative setup slack",
        "status": "finished with violations",
    },
    "place": {
        "hpwlAfterDp_um": 788,
        "pre_cts_slack_ns": -1.39,
        "place.port_buffers": 26,
        "place.gp.congestion": 0.797,
        "dpl_cell_area_um2": 578,
    },
    "clock_network": {
        "post_cts_buffers": 0,
        "cts_hold_buf": 0,
    },
    "floorplan": {
        "rows": 21,
        "fp_util": 0.0864,
        "core_um2": 3420,
        "die_area_um2": 6400,
        "die_w_um": 80,
        "die_h_um": 80,
        "io_pins": 28,
    },
    "final_layout": {
        "postLayoutCoreUtil": 0.165,
        "design_area_um2": 564,
        "area_growth_pct": 91.1,
        "final-seq-area_um2": 0,
        "flops": 0,
        "n_clock_buffer": 0,
        "drive_gt1_frac": 0.404,
    },
    "power_and_ir_drop": {
        "cellPowerDensity_nw_per_um2": 122,
        "power_mw": 0.0689,
        "leakage_nw": 0.258,
        "ir_drop_mv": 0.0494,
    },
    "worst_hold_path": {
        "hold_class": "in2out",
    },
}
==> power breakdown <==
group          total, mW  internal (mW)  switching, mW
Sequential             0              0              0
Clock                  0              0              0
Combinational     0.0689         0.0467         0.0222
Total             0.0689         0.0467         0.0222
==> routing by layer <==
layer | vias to the layer above | part of all wire | global-route usage
li1 | 112 | - | -
met1 | 106 | 0.36 | 0.0265
met2 | 27 | 0.26 | 0.0281
met3 | 0 | 0.38 | 0.0341
met4 | 0 | 0 | 0
met5 | - | 0 | 0
==> layout by cell type (no fill, tap or decap) <==
master,instances
buf_8,1
inv_2,4
fa_2,8
inv_12,1
buf_6,2
inv_4,1
buf_2,4
clkdlybuf4s50_1,16
inv_1,12
dlygate4sd2_1,3
==> final timing paths <==
check                      from            to  slack [ns]  cells past startpoint
worst max-delay path  byte_b[0]  byte_diff[7]       -0.60                     13
worst min-delay path      start          done        1.64                      0
==> kinds of logic after synthesis <==
| kind of cell | count (synthesis) | synth area share |
|---|---|---|
| adder cells (fa/ha/maj) | 8 | 0.542 |
| buffers and inverters | 27 | 0.458 |
==> through the flow <==
stage	std cells	hold WS [ns]
2_1_floorplan	35	1.71
5_1_grt	98	1.64
3_3_place_gp	98	1.64
4_1_cts	98	1.64
6_report	98	1.64
3_5_place_dp	98	1.64
==> final cells by class <==
class,count,area [um2]
Fill cell,387,2850
Inverter,18,82.6
Multi-Input combinational cell,8,180
Tap cell,46,57.6
Timing Repair Buffer,26,244
==> repair_timing <==
| action | 4_1_cts | 5_1_grt |
|---|---|---|
| hold endpoints to repair | 0 | 0 |
| gates resized | 33 | 3 |
| setup endpoints to repair | 6 | 4 |
| pin swaps | 8 | 8 |
Power figures rest on the tool's default switching activity, not on a simulated workload.
